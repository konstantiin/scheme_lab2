$ cat flow/run.sh
#!/bin/bash
# OpenROAD 26Q1-2900-gdf79404cd8, Yosys 0.63+post, stock flow scripts
make -C /OpenROAD-flow-scripts/flow DESIGN_CONFIG=/design/flow/config.mk WORK_HOME=/design/flow/orfs finish
$ cat flow/config.mk
export PLATFORM = sky130hd
export DESIGN_NAME = cubroot
export DESIGN_NICKNAME = cubroot
export VERILOG_FILES = /design/flow/design.v
export SDC_FILE = /design/flow/constraint.sdc
export NUM_CORES = 4
export LEC_CHECK = 1
export CORE_UTILIZATION = 50
$ cat flow/constraint.sdc
current_design cubroot

set clk_period 8.0
set clk_io_pct 0.2

create_clock -name clk0 -period $clk_period [get_ports {clk_i}]

set non_clock_inputs [all_inputs -no_clocks]
set_input_delay [expr $clk_period * $clk_io_pct] -clock clk0 $non_clock_inputs
set_output_delay [expr $clk_period * $clk_io_pct] -clock clk0 [all_outputs]
$ cat flow/design.v
module cubroot (
    input clk_i,
    input rst_i,
    input [7:0] x_bi,
    input start_i,
    output busy_o,
    output reg [7:0] y_bo
);
    localparam IDLE = 4'd0;
    localparam S1 = 4'd1;
    localparam S2 = 4'd2;
    localparam S3 = 4'd3;
    localparam S4 = 4'd4;
    localparam S5 = 4'd5;
    localparam S6 = 4'd6;
    localparam S7 = 4'd7;
    localparam NEXT_ITER = 4'd8;
    reg [3:0] state;
    reg [7:0] x;
    reg [7:0] y;
    reg [2:0] s;  
    reg [7:0] b;  
    assign busy_o = (state != IDLE);
    wire start_mul;
    assign start_mul = (state == S2);
    wire busy_mul;
    wire [15:0] mul_res;
    mult mul (
        .clk_i(clk_i),
        .rst_i(rst_i),
        .a_bi(y),       
        .b_bi(b), 
        .start_i(start_mul),
        .busy_o(busy_mul),
        .y_bo(mul_res)       
    );
    always @(posedge clk_i) begin
        if (rst_i) begin
            state <= IDLE;
            x <= 8'd0;
            y <= 8'd0;
            s <= 3'd6;
            y_bo <= 8'd0;
            b <= 8'd0;
        end else begin
            case (state)
                IDLE: begin
                    if (start_i) begin
                        state <= S1;
                        x <= x_bi;
                        y <= 8'd0;
                        s <= 3'd6;
                        b <= 8'd0;
                    end
                end
                S1: begin
                    y <= (y << 1);  
                    b <= ((y << 1) + 1);
                    state <= S2;
                end
                S2: begin
                    state <= S3;
                end
                S3: begin
                    if (!busy_mul) begin
                        state <= S4;
                        b <= mul_res + (mul_res << 1);  
                    end
                end
                S4: begin
                    state <= S5;
                    b <= ((b + 1) << s);
                end
                S5: begin
                    if (x >= b)begin
                        state <= S6;
                    end else begin
                        state <= NEXT_ITER;
                    end
                end
                S6: begin
                    x <= x - b;
                    state <= S7;
                end
                S7: begin
                    y <= y+1;
                    state <= NEXT_ITER;
                end
                NEXT_ITER: begin
                    if (s == 0) begin
                        y_bo <= y;
                        state <= IDLE;
                    end else begin
                        s <= s - 3;
                        state <= S1;
                    end
                end
                default: begin
                    state <= IDLE;
                end
            endcase
        end
    end
endmodule
module mult (input clk_i,
             input rst_i,
             input [7:0] a_bi,
             input [7:0] b_bi,
             input start_i,
             output busy_o,
             output reg [15:0] y_bo);
    localparam IDLE = 1'b0;
    localparam WORK = 1'b1;
    reg [3:0] ctr;           
    wire end_step;
    wire early_exit;         
    wire [7:0] part_sum;
    wire [15:0] shifted_part_sum;
    reg [7:0] a, b;
    reg [15:0] part_res;
    reg state;
    assign part_sum         = a & {8{b[ctr]}};
    assign shifted_part_sum = part_sum << ctr;
    assign end_step         = (ctr == 4'd7);
    assign early_exit       = (b == 8'd0);   
    assign busy_o           = state;
    always @(posedge clk_i) begin
        if (rst_i) begin
            ctr      <= 4'd0;
            part_res <= 16'd0;
            y_bo     <= 16'd0;
            a        <= 8'd0;
            b        <= 8'd0;
            state    <= IDLE;
        end 
        else begin
            case (state)
                IDLE: begin
                    if (start_i) begin
                        state <= WORK;
                        a        <= a_bi;
                        b        <= b_bi;
                        ctr      <= 4'd0;
                        part_res <= 16'd0;
                    end
                end
                WORK: begin
                    if (end_step || early_exit) begin
                        state <= IDLE;
                        y_bo  <= part_res + shifted_part_sum;
                    end else begin
                        part_res <= part_res + shifted_part_sum;
                        ctr      <= ctr + 4'd1;
                        end
                    end
                default: begin
                        state <= IDLE;
                    end
            endcase
        end
    end
endmodule
==> results.yml <==
# synthesis and place-and-route metrics
finish:
  final_util_pct: 56.2
  syn_to_final_growth_pct: 8.28
  drive_above_1_share_pct: 6.10
  final_cell_area_sq_um: 5220
  nFillCells: 881
routing:
  wirelength_um: 11700
  first_iter_violations: 237
  ant_nets: 0
  top_layer_used: "met4"
  met2_wirelength_um: 5000
  wl_met3_um: 766
  drc: 0
  wl_per_cell_um: 15.9
  routed_via_density: 5.97
  dr.pass1.iters: 5
  m1WireLength_um: 5830
  route.vias.total: 4392
  n_antenna_cell: 0
clock_tree:
  clockBufferDepth: 2
  cts_tree: "done"
  clk_pin_slew_ns: 0.08
  cts_max_level: 3
  numCtsBuffers: 9
  clock-sinks: 76
  cts_setup_buffers: 0
  hold_buffers: 0
  clk_latency_ns: 0.35
  cts_resized: 0
  clockRootBuffer: "clkbuf_8"
setup_path:
  cp-start-kind: "flip-flop"
  cpMostUsedCell: "a21oi_1"
  arrival_ns: 3.81
  crit_slowest_cell: "dfxtp_1"
  worst_setup_path_end_kind: "flip-flop"
  r2r_start: "mul.ctr[0]"
  r2r_slack_ns: 4.42
  cp_slowest_stage_delay_ns: 0.73
  reg2reg_depth: 12
  cp.required_ns: 8.23
  worstPathMaxFanout: 18
  worstPathCellList: "mux4_2 > a22oi_4 > or2_2 > nor2_1 > ha_1 > fa_1 > a21o_1 > a21oi_1 > o21bai_1 > a21oi_1 > xor2_1 > o31ai_1"
  rr_endpoint: "mul.y_bo[6]"
  path_class: "reg -> reg"
sta:
  period_used_pct: 44.8
  timing.fmax_mhz: 279
  fin_crit_ns: 3.58
  hold_viol_final: 0
  rsz0062_at_grt: "false"
  setup_violations: 0
  slew_headroom_pct: 53.2
  tightest_slew_ns: 0.702
  setup_tns_ns: 0
  skew_ns: 0.00795
  maxSlewViolCount: 0
  hold-worst-slack_ns: 0.475
place:
  port_buffers: 19
  gp_congestion: 0.888
  dpl-instance-area_sq_um: 5030
  place_hpwl_um: 8330
yosys:
  top_area_share_pct: 31.6
  edf_count: 0
  area_leaders: "dfxtp_1 (32%), ha_1 (6.7%), a21oi_1 (5.9%)"
  ys_chip_area_sq_um: 4820
  async_flop_share_pct: 0
  ys_seq_elements: 76
  yosys-stat-cells: 615
  yosysTopAreaCell: "dfxtp_1"
  syn_inst: 615
  ys.flop_type: "dfxtp_1"
  netlist_area_sq_um: 4820
  syn_avg_cell_area_sq_um: 7.84
  synth_cell_types: 61
  yosysWarnings: 2
  synth_seq_share_pct: 31.6
grt:
  grt_start_max_net_pins: 43
  grt_use_total_pct: 24.9
  grt_antenna_before_repair: 0
  grt_overflow_total: 0
  grt_pass1_vias: 3850
  grt_first_pass_wirelength_um: 19400
pwr:
  peakVddDrop_v: 0.000103
  power_density_nw_per_um2: 161
  p_leak_nw: 1.92
run_status:
  status: "completed"
floorplanning:
  fp_util_pct: 51.9
  dieArea_sq_um: 10000
  num_io_pins: 20
  core-area_sq_um: 9280
  die_h_um: 100
  die_w_um: 100
  fp-row-count: 35
job:
  cap_violations: 0
  tool_warnings: 26
min_path:
  whs_endpoint: "mul.part_res[0]"
  hold_start: "mul.part_res[0]"
  hold_depth: 2
  hp-class: "reg -> reg"
[Yosys cell counts, types with 4 or more instances]
library cell  count
nand4_1           5
xnor2_1          13
nor2b_1           8
mux2_2            6
or3_1             5
o21ai_0          26
nand3_1          23
ha_1             26
nor4_1            6
a31oi_1          13
mux2i_1          17
a311oi_1          9
and3_1            4
dfxtp_1          76
nor3b_1           4
nor3_1           15
a21oi_1          57
clkbuf_1         40
o21a_1            7
xor2_1            8
inv_1            18
a21o_1            5
nand2b_1          7
nor2_1           61
a211oi_1         12
o31ai_1           6
nand2_1          74
or4_1             4
[report_power, final]
group          switching [mW]  internal (mW)
combinational          0.0849         0.0566
sequential             0.0190          0.389
clock                   0.141          0.149
total                   0.245          0.594
[worst max-delay path by stage]
stage / cells past startpoint / end / slack, ns / startpoint
4_1_cts: 12 / mul.y_bo[6] / 4.46 / mul.ctr[0]
5_1_grt: 12 / mul.y_bo[6] / 4.19 / mul.ctr[0]
6_report: 12 / mul.y_bo[6] / 4.42 / mul.ctr[0]
[area by class of cell]
cell class	count	area, sq um	share of cell area [%]
multi-input combinational	473	3050	58.4
sequential	76	1520	29.2
timing repair buffer	25	230	4.41
tap	129	161	3.09
clock buffer	10	138	2.64
inverter	19	71.3	1.37
clock inverter	4	51.3	0.983
[cells by family (layout without fill, tap and decap cells)]
logic type                 after synthesis  after routing  synth area share (%)
and+or+nand+nor                        233            233                  23.0
AOI/OAI and AO/OA                      164            164                  21.9
DFF                                     76             76                  31.6
buffers and inverters                   66             58                  5.37
adders and majority gates               29             29                  8.00
muxes                                   26             26                  6.33
xor gates and xnor gates                21             21                  3.82
[critical path: cells and delay by family, from the launching register on]
family	cells	cell delay, ns
multiplexers	1	0.61
flip-flops	1	0.73
AND/OR/NAND/NOR	2	0.23
XOR/XNOR	1	0.21
adder cells (fa/ha/maj)	2	0.64
AND-OR/OR-AND	6	1.04
[metrics by stage]
| stage | cells | setup WS, ns | power [mW] |
|---|---|---|---|
| final | 736 | 4.42 | 0.840 |
| after global routing | 736 | 4.19 | 0.880 |
| after CTS | 736 | 4.46 | 0.849 |
| after detailed placement | 722 | 4.45 | 0.556 |
| after global placement | 722 | 4.50 | 0.554 |
| after floorplan | 615 | 4.92 | 0.516 |
[layout by cell type, fill, tap and decap left out, drive strengths merged, types with 7 or more instances in the layout]
cell type      Yosys  final
a21oi             57     57
xnor2             13     13
a31oi             13     13
clkdlybuf4s50      0     18
buf                7      7
mux2i             17     17
a211oi            12     12
xor2               8      8
nor2b              8      8
nand2b             7      7
o21ai             26     26
a311oi             9      9
nand3             23     23
nand2             74     74
dfxtp             76     76
nor3              15     15
clkbuf            40     10
o21a               7      7
nor2              62     62
inv               18     18
ha                26     26
[routing by layer]
metal | vias up | global-route usage [%]
li1 | 2207 | -
met1 | 2037 | 40.6
met2 | 138 | 37.1
met3 | 10 | 3.82
met4 | 0 | 2.12
met5 | - | 0
[flip-flops by register name, summed over array words and instances, names as in the netlist]
signal / count
b: 8
mul.a: 8
mul.b: 8
mul.ctr: 4
mul.part_res: 8
mul.state: 1
mul.y_bo: 8
s: 3
state: 4
x: 8
y: 8
y_bo: 8
Power figures rest on the tool's default switching activity, not on a simulated workload.
